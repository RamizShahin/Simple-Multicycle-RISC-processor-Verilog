--- flow/design.v ---
module ControlUnit(
	input wire clk,
	input wire [3:0] opcode,
	input wire m,
	output reg PCen,
	output reg memWrite,
	output reg memRead,
	output reg REGen,
	output reg sign5,
	output reg wrByte,
	output reg signW2B,
	output reg [1:0] RA,
	output reg [1:0] RB,
	output reg [1:0] RW,
	output reg [1:0] PCsrc,
	output reg [1:0] BUSWsrc,
	output reg opAsrc,
	output reg [1:0] opBsrc,
	output reg dataInsrc,
	output reg [4:0] Function, 
	output wire [2:0] R7
);	
assign R7 = 3'b111;
reg [4:0] temp;
parameter AND = 5'b00000;
parameter ADD = 5'b00010;
parameter SUB = 5'b00100;
parameter ADDI = 5'b00110;
parameter ANDI = 5'b01000;
parameter LW = 5'b01010;
parameter LBu = 5'b01100;
parameter LBs = 5'b01101;
parameter SW = 5'b01110;
parameter BGT = 5'b10000;
parameter BGTZ = 5'b10001;
parameter BLT = 5'b10010;
parameter BLTZ = 5'b10011;
parameter BEQ = 5'b10100;
parameter BEQZ = 5'b10101;
parameter BNE = 5'b10110;
parameter BNEZ = 5'b10111;
parameter JMP = 5'b11000;
parameter CALL = 5'b11010;
parameter RET = 5'b11100;
parameter Sv = 5'b11110;	
parameter start = 0;
parameter RS = 1;
parameter IF = 2;
parameter ID = 3;
parameter EX = 4;
parameter MEM = 5;
parameter WB = 6; 	
reg [2:0] stage = start;
always @(posedge clk) begin
	case (stage)
		start: begin
			PCen <= 0;
			memWrite <= 0;
			memRead <= 0;
			REGen <= 0;
			stage <= IF;
		end
		RS: begin
			PCen <= 1;
			memWrite <= 0;
			memRead <= 0;
			REGen <= 0;
			stage <= IF;
		end	   
		IF: begin
			PCen <= 0;
			memWrite <= 0;
			memRead <= 0;
			REGen <= 0;
			stage <= ID;
		end				
		ID: begin
			PCen <= 0;	
			PCsrc <= 2'b00;
			memWrite <= 0;
			memRead <= 0;
			REGen <= 0;	
			temp = {opcode,1'b0};
			if (opcode[3:0] == 4'b0110 || (opcode[3:0] > 4'b0111 && opcode[3:0] < 4'b1100)) begin
				temp[0] = m;
			end
			case(temp)
				AND: begin
					REGen <= 0;
					RA <= 2'b00;
					RB <= 2'b00;
					RW <= 2'b00;
					BUSWsrc	<= 2'b00;
					opAsrc <= 0;
					opBsrc <= 2'b00;
					Function <= temp;
					stage <= EX;
				end
				ADD: begin
					REGen <= 0;
					RA <= 2'b00;
					RB <= 2'b00;
					RW <= 2'b00;
					BUSWsrc	<= 2'b00;
					opAsrc <= 0;
					opBsrc <= 0;
					Function <= temp;
					stage <= EX;
				end	
				SUB: begin
					REGen <= 0;
					RA <= 2'b00;
					RB <= 2'b00;
					RW <= 2'b00;
					BUSWsrc	<= 2'b00;
					opAsrc <= 0;
					opBsrc <= 2'b00;
					Function <= temp;
					stage <= EX;
				end	
				ADDI: begin
					REGen <= 0;
					sign5 <= 1;
					RA <= 2'b01;
					RW <= 2'b01;
					BUSWsrc	<= 2'b00;
					opAsrc <= 0;
					opBsrc <= 2'b01;
					Function <= temp;  
					stage <= EX;
				end
				ANDI: begin
					REGen <= 0;
					sign5 <= 1;
					RA <= 2'b01;
					RW <= 2'b01;
					BUSWsrc	<= 2'b00;
					opAsrc <= 0;
					opBsrc <= 2'b01;
					Function <= temp; 
					stage <= EX;
				end
				LW: begin
					memRead	<= 0;
					REGen <= 0;
					sign5 <= 1;
					RA <= 2'b01;
					RW <= 2'b01;
					BUSWsrc	<= 2'b01;
					opAsrc <= 0;
					opBsrc <= 2'b01;
					Function <= temp;
					stage <= EX;
				end	  
				LBu: begin
					memRead	<= 0;
					REGen <= 0;
					sign5 <= 1;	
					signW2B <= 0;
					RA <= 2'b01;
					RW <= 2'b01;
					BUSWsrc	<= 2'b10;
					opAsrc <= 0;
					opBsrc <= 2'b01;
					Function <= temp;
					stage <= EX;
				end
				LBs: begin
					memRead	<= 0; 
					REGen <= 0;
					sign5 <= 1;	
					signW2B <= 1;
					RA <= 2'b01;
					RW <= 2'b01;
					BUSWsrc	<= 2'b10;
					opAsrc <= 0;
					opBsrc <= 2'b01;
					Function <= temp;
					stage <= EX; 							
				end	  
				SW: begin
					memWrite <= 0; 
					wrByte <= 0;
					REGen <= 0;
					sign5 <= 1;
					RA <= 2'b01;   
					RB <= 2'b01;
					opAsrc <= 0;
					opBsrc <= 2'b01;
					dataInsrc <= 0;
					Function <= temp;
					stage <= EX;  
				end
				BGT: begin		
					sign5 <= 1;
					RA <= 2'b01;
					RB <= 2'b01;
					PCsrc <= 2'b01;
					opAsrc <= 0;
					opBsrc <= 2'b00;
					Function <= temp;
					stage <= EX;
				end	
				BGTZ: begin		
					sign5 <= 1;
					RA <= 2'b01;
					RB <= 2'b01;
					PCsrc <= 2'b01;
					opAsrc <= 0;
					opBsrc <= 2'b00;
					Function <= temp;
					stage <= EX;
				end	
				BLT: begin		
					sign5 <= 1;
					RA <= 2'b01;
					RB <= 2'b01;
					PCsrc <= 2'b01;
					opAsrc <= 0;
					opBsrc <= 2'b00;
					Function <= temp;
					stage <= EX;
				end	
				BLTZ: begin		
					sign5 <= 1;
					RA <= 2'b01;
					RB <= 2'b01;
					PCsrc <= 2'b01;
					opAsrc <= 0;
					opBsrc <= 2'b00;
					Function <= temp;
					stage <= EX;
				end
				BEQ: begin		
					sign5 <= 1;
					RA <= 2'b01;
					RB <= 2'b01;
					PCsrc <= 2'b01;
					opAsrc <= 0;
					opBsrc <= 2'b00;
					Function <= temp;
					stage <= EX;
				end
				BEQZ: begin		
					sign5 <= 1;
					RA <= 2'b01;
					RB <= 2'b01;
					PCsrc <= 2'b01;
					opAsrc <= 0;
					opBsrc <= 2'b00;
					Function <= temp;
					stage <= EX;
				end
				BNE: begin		
					sign5 <= 1;
					RA <= 2'b01;
					RB <= 2'b01;
					PCsrc <= 2'b01;
					opAsrc <= 0;
					opBsrc <= 2'b00;
					Function <= temp;
					stage <= EX;
				end
				BNEZ: begin		
					sign5 <= 1;
					RA <= 2'b01;
					RB <= 2'b01;
					PCsrc <= 2'b01;
					opAsrc <= 0;
					opBsrc <= 2'b00;
					Function <= temp;
					stage <= EX;
				end	 
				JMP: begin
					PCsrc <= 2'b10;
					opAsrc <= 1;
					opBsrc <= 2'b10;
					Function <= temp;
					stage <= EX;
				end	
				CALL: begin
					REGen <= 0;
					RW <= 2'b10;
					PCsrc <= 2'b10;
					BUSWsrc <= 2'b11;
					opAsrc <= 1;
					opBsrc <= 2'b10;
					Function <= temp;
					stage <= EX;
				end
				RET: begin
					RB <= 2'b10;
					PCsrc <= 2'b11;
					Function <= temp;
					stage <= EX;
				end	  
				Sv: begin
					memWrite <= 0;
					RA <= 2'b10;
					opAsrc <= 0;
					dataInsrc <= 1;
					Function <= temp;
					stage <= EX; 
				end
			endcase	
		end
		EX: begin  
			case (temp)
				AND: begin
					REGen <= 1;
					stage <= WB;
				end
				ADD: begin	   
					REGen <= 1;
					stage <= WB;
				end	
				SUB: begin		
					REGen <= 1;
					stage <= WB;
				end	
				ADDI: begin		
					REGen <= 1;
					stage <= WB;
				end
				ANDI: begin	   
					REGen <= 1;
					stage <= WB;
				end
				LW: begin	 
					memRead	<= 1;
					REGen <= 1;
					stage <= MEM;
				end	  
				LBu: begin	   	 
					memRead	<= 1;
					REGen <= 1;
					stage <= MEM;
				end
				LBs: begin	   	 
					memRead	<= 1;
					REGen <= 1;
					stage <= MEM;
				end	  
				SW: begin  
					memWrite <= 1;
					stage <= MEM;
				end
				BGT: begin		
					stage <= RS;
				end	
				BGTZ: begin		
					stage <= RS;					
				end	
				BLT: begin		
					stage <= RS;					
				end	
				BLTZ: begin		
					stage <= RS;					
				end
				BEQ: begin		
					stage <= RS;					
				end
				BEQZ: begin		
					stage <= RS;					
				end
				BNE: begin		
					stage <= RS;					
				end
				BNEZ: begin		
					stage <= RS;					
				end	 
				JMP: begin
					stage <= RS;					
				end	
				CALL: begin	 
					REGen <= 1;
					stage <= WB;					
				end
				RET: begin
					stage <= RS;					
				end	  
				Sv: begin  
					memWrite <= 1; 
					wrByte <= 1;
					stage <= MEM;				
				end
			endcase
		end
		MEM: begin 
			memWrite <= 0;
			memRead <= 0;
			case (temp)
				LW: begin
					stage <= WB;
				end	  
				LBu: begin
					stage <= WB;
				end
				LBs: begin
					stage <= WB;
				end	  
				SW: begin
					stage <= RS;
				end	
				Sv: begin
					stage <= RS;
				end
			endcase
		end
		WB: begin 	 
			REGen <= 0;
			stage <= RS;
		end
	endcase
	end
endmodule
--- flow/run.sh ---
#!/bin/bash
# OpenROAD 26Q1-2900-gdf79404cd8, Yosys 0.63+post, stock flow scripts
make -C /OpenROAD-flow-scripts/flow DESIGN_CONFIG=/design/flow/config.mk WORK_HOME=/design/flow/orfs finish
--- flow/config.mk ---
export PLATFORM = sky130hd
export DESIGN_NAME = ControlUnit
export DESIGN_NICKNAME = ControlUnit
export VERILOG_FILES = /design/flow/design.v
export SDC_FILE = /design/flow/constraint.sdc
export NUM_CORES = 4
export LEC_CHECK = 1
export CORE_UTILIZATION = 40
--- flow/constraint.sdc ---
current_design ControlUnit

set clk_period 3.4
set clk_io_pct 0.2

create_clock -name clk0 -period $clk_period [get_ports {clk}]

set non_clock_inputs [all_inputs -no_clocks]
set_input_delay [expr $clk_period * $clk_io_pct] -clock clk0 $non_clock_inputs
set_output_delay [expr $clk_period * $clk_io_pct] -clock clk0 [all_outputs]
==> out/results.ini <==
[cts]
clk_pin_slew_worst_paths_ps = 60
ctsResizeCount = 0
cts_max_level = 2
worstSkewPairLatency_ps = 270
cts_made_buffers = 5
clock-sinks = 33
postCtsSetupBuffers = 0
cts-root-buf = clkbuf_8
cts_hold_buffers = 0
cts_tree = built
clock_path_buffers = 2

[floorplan]
die_h_um = 65.7
chipArea_um2 = 4320
coreArea_um2 = 3770
die_x_um = 65.7
initial_core_util = 0.431
rows = 22
ios = 35

[synth]
syn-instance-count = 146
ys_seq_share = 0.610
synthesis.area_um2 = 1630
yosysCellCount = 146
async_flop_share = 0
syn_area_per_cell_um2 = 11.1
ys_ff = 33
synth_chip_area_um2 = 1630
edf_count = 33
ff_type = edfxtp_1
ys_types = 35
yosysWarnings = 1

[setup_path]
worst_ep_required_time_ps = 3340
crit_fanout = 16
critPathLaunch = opcode[3]
crit_arrival_ps = 2160
rrSetupSlack_ps = 1550
critPathKind = in2reg
endpoint_kind = register
r2r-start = stage[2]$_DFFE_PP_
critPathLaunchType = input pin

[sta]
setup_viol = 0
fmax_mhz = 450
hold_viol_final = 0
rsz0062_at_grt = no
tns_ps = 0
finalCriticalPeriod_ps = 2220
fin_ws_ps = 1180
skew_ps = 4.36
drv_slew = 0
fin_crit_sh = 0.653

[global_routing]
grt_usage = 0.158
antenna_found_initial = 0
grt_pass1_wl_mm = 4.75
grt_pass1_vias = 956
grt_start_max_net_pins = 17
grt_overflow = 0

[power_and_ir_drop]
peakVddDrop_v = 0.000389
p_per_area_nw_per_um2 = 686
leakagePower_nw = 0.720

[detailed_routing]
ant_nets = 0
num_vias = 1124
first_pass_iters = 4
drc = 0
drt_iter0_drc = 51
wl_mm = 2.87
insertedDiodeCount = 0
avgRoutedWirePerCell_um = 13.0
vias_per_cell = 5.11

[flow_run]
warnings = 25
cap_violations = 0

[place]
place_ws_ps = 926
gp_congestion = 0.817
place_area_um2 = 1910
io_buffers = 30
dp_hpwl_mm = 2.01

[layout]
final_util = 0.526
nFillCells = 325
comb_area_um2 = 538
area.growth.synth_to_final_pct = 22.1
fin_area_um2 = 1980
seq_area_um2 = 991
drive_above_1_share = 0.0523

[run_status]
status = finished, final reports clean

[min_path]
hp-class = reg2reg
hold_start = stage[2]$_DFFE_PP_

logic make-up (layout without fill, tap and decap cells):
group	after synthesis	count (layout)	synth area share
and+or+nand+nor	60	60	0.185
AOI/OAI and AO/OA	31	31	0.125
muxes	1	1	0.00616
buffers and inverters	19	42	0.0662
DFF	33	33	0.610
xor gates and xnor gates	1	1	0.00539
other	1	4	0.00231
final cells by class:
type | instances | area share
clock buffers | 6 | 0.0366
well taps | 48 | 0.0303
repair buffers | 30 | 0.151
clock inverters | 1 | 0.00189
flip-flops and latches | 33 | 0.499
multi-input cells | 97 | 0.271
inverters | 5 | 0.00946
power breakdown:
group	switching, W	total [W]	internal, W
clock	0.000121	0.000258	0.000138
combinational	0.000186	0.000400	0.000214
sequential	0.0000922	0.000702	0.000610
total	0.000399	0.00136	0.000962
worst max-delay path, cell delays in order:
cell             delay [ps]
clkdlybuf4s50_1         650
nand2_1                 360
nand2_1                  80
a221oi_1                380
metrics by stage:
step,instances,total power (W),hold WS [ps]
finish,220,0.00136,715
detailed placement,213,0.00111,685
CTS,220,0.00137,700
global route,220,0.00146,745
floorplan,149,0.000921,635
global placement,213,0.00111,688
registers in the layout, indices dropped and copies added (netlist names), 2 cells and up:
register and cells:
Function 5, temp 5, stage 3, BUSWsrc 2, PCsrc 2, RA 2, RB 2, RW 2
opBsrc 2
per-layer routing:
metal | vias up | part of all wire | global-route usage
met5 | - | 0 | 0
met4 | 0 | 0.018 | 0.0245
met3 | 6 | 0.069 | 0.0475
met2 | 40 | 0.42 | 0.214
met1 | 514 | 0.50 | 0.277
li1 | 564 | - | -
layout by cell type, fill, tap and decap left out, types with 2 or more instances in the layout:
master / Yosys / layout
edfxtp_1: 33 / 33
clkdlybuf4s50_1: 0 / 30
nand2_1: 22 / 22
nor2_1: 15 / 15
o21ai_0: 8 / 8
a21oi_1: 5 / 5
inv_1: 5 / 5
clkbuf_8: 0 / 5
nand2b_1: 4 / 4
conb_1: 1 / 4
nor2b_1: 3 / 3
and2_1: 3 / 3
a21boi_0: 3 / 3
o211ai_1: 3 / 3
o31ai_1: 3 / 3
nand3_1: 3 / 3
a31oi_1: 2 / 2
and3_1: 2 / 2
a221oi_1: 2 / 2
synthesized netlist by cell type (2+ instances only):
cell type  instances  area, um^2
nand3_1            3        15.0
nand2b_1           4        25.0
buf_4              5        37.5
o31ai_1            3        22.5
edfxtp_1          33         991
a31oi_1            2        12.5
and3_1             2        12.5
a21boi_0           3        22.5
a221oi_1           2        17.5
o211ai_1           3        22.5
buf_2              8        40.0
inv_1              5        18.8
nand2_1           22        82.6
a21oi_1            5        25.0
o21ai_0            8        40.0
and2_1             3        18.8
nor2b_1            3        18.8
nor2_1            15        56.3
worst paths after layout:
kind | to | depth (start not counted)
hold reg to reg | REGen$_DFFE_PP_ | 1
setup reg to reg | RW[1]$_DFFE_PP_ | 4
hold / removal | REGen$_DFFE_PP_ | 1
setup / recovery | RB[0]$_DFFE_PP_ | 4
Power figures rest on the tool's default switching activity, not on a simulated workload.
